==> flow/design.v <==
module Register_rsten#(
     parameter WIDTH=8)
    (
	  input  clk, reset,we,
	  input	[WIDTH-1:0] DATA,
	  output reg [WIDTH-1:0] OUT
    );
always@(posedge clk) begin
	if (reset == 1'b1)
		OUT<={WIDTH{1'b0}};
	else if(we==1'b1)	
		OUT<=DATA;
end
endmodule	 
==> flow/run.sh <==
#!/bin/bash
# OpenROAD 26Q1-2900-gdf79404cd8, Yosys 0.63+post, stock flow scripts
make -C /OpenROAD-flow-scripts/flow DESIGN_CONFIG=/design/flow/config.mk WORK_HOME=/design/flow/orfs finish
==> flow/config.mk <==
export PLATFORM = sky130hd
export DESIGN_NAME = Register_rsten
export DESIGN_NICKNAME = Register_rsten
export VERILOG_FILES = /design/flow/design.v
export SDC_FILE = /design/flow/constraint.sdc
export NUM_CORES = 4
export LEC_CHECK = 1
export CORE_AREA = 10 10 70 70
export DIE_AREA = 0 0 80 80
==> flow/constraint.sdc <==
current_design Register_rsten

set clk_period 1.1
set clk_io_pct 0.2

create_clock -name clk0 -period $clk_period [get_ports {clk}]

set non_clock_inputs [all_inputs -no_clocks]
set_input_delay [expr $clk_period * $clk_io_pct] -clock clk0 $non_clock_inputs
set_output_delay [expr $clk_period * $clk_io_pct] -clock clk0 [all_outputs]
==> impl_metrics.toml <==
# yosys + openroad results
[clock_tree]
clock.latency.late_pin_ps = 250
cts_root_buf = "clkbuf_4"
cts_tree = "yes"
cts.path.max_buffers = 2
h-tree-depth = 1
clock_sinks = 8
clkSlewWorstSetupHoldPaths_ps = 50
cts-buffers-inserted = 3

[timing]
slew_violations = 0
fin_setup_tns_ps = 0
rsz0062_at_grt = "false"
holdWs_ps = 477
finClkSkew_ps = 0
finalSetupViolCount = 0
fin_crit_sh_pct = 92.3
worstMarginPinSlew_ps = 264
post-route-min-period_ps = 1020
setup_ws_ps = 84.7
slew-limit-headroom_pct = 82.4
max_freq_mhz = 985
hold_violations = 0

[finish]
largest_register_ff_count = 8
final_area_um2 = 551
instances_no_fill = 92
top_regs = "OUT: 8 flops"
area_growth_pct = 93.0
fin_util_pct = 16.1
drive_above_1_share_pct = 26.1
max_flop_register = "OUT"
n_fill_cell = 391

[floorplan]
die-area_um2 = 6400
die_y_um = 80
fp_util_pct = 8.35
rows = 21
die_w_um = 80
core_area_um2 = 3420
ios = 19

[setup_path]
cp.required_ps = 880
cp.arrival_ps = 800
worstSetupPathType = "flip-flop to output pin"
cpPeakStageDelay_ps = 310
worst-path-max-fanout = 2
cp_top_family = "flip-flops"
r2r_cells = 2
path_buffers = 1
r2r_start = "OUT[6]$_SDFFE_PP0P_"
cp_cell_sequence = "dlygate4sd2_1"
crit_end = "OUT[0]"
cp-end-kind = "output pin"
regToRegSetupSlack_ps = 480
crit_slowest_cell = "dfxtp_2"
cp-startpoint = "OUT[0]$_SDFFE_PP0P_"
start_kind = "flip-flop"
r2r_end = "OUT[6]$_SDFFE_PP0P_"
crit_cells = 1

[power]
irDropWorstVdd_mv = 0.501
leakage_nw = 0.251
power_density_nw_per_um2 = 1140
power_mw = 0.629

[drt]
routed_wirelength_um = 808
num_vias = 245
firstDrtPassIters = 2
first_iter_violations = 4
diodes = 0
ant_nets = 0
post_drt_wl_per_cell_um = 8.78
drc = 0
vias_per_cell = 2.66

[placed_design]
dp_slack_ps = -151
dpl_cell_area_um2 = 528
dpl.cell_count = 89
gp_congestion = 0.729
portBuffers = 18

[logic_synthesis]
synth_chip_area_um2 = 285
netlist_area_um2 = 285
top_area_cell = "dfxtp_1"
synth-edff-count = 0
ys_seq_elements = 8
synth_area_per_cell_um2 = 11.0
synthArstFlopShare_pct = 0
yosysCellCount = 26
yosys-top-cells-area = "dfxtp_1, mux2i_1, nor2_1, buf_6, buf_1"
yosysSeqAreaShare_pct = 56.1
synthCells = 26
synth_top_flop_cell = "dfxtp_1"
synth.distinct_cells = 5
top_cell_area_share_pct = 56.1
yosysWarnings = 1
common_cells = "dfxtp_1, mux2i_1, nor2_1"

[grt]
grtUsageTotal_pct = 2.54
grt-ovfl-total = 0
grt_max_degree = 9
grt_pass1_vias = 260
antenna_found_initial = 0
grt_pass1_wl_mm = 1.19

[worst_hold_path]
min_path_type = "flip-flop to flip-flop"

[run]
max_cap_violations = 0
warnings = 25

[status]
status = "finished clean"
==> layout by cell type (no fill, tap or decap) <==
cell type / Yosys / final
clkdlybuf4s50_1: 0 / 10
buf_12: 0 / 1
clkbuf_4: 0 / 3
mux2i_1: 8 / 8
dlygate4sd2_1: 0 / 8
nor2_1: 8 / 8
dfxtp_2: 0 / 8
==> tightest hold or removal path, delay by kind of cell (launching register included) <==
kind,cells,cell delay (ps)
flip-flops,1,320
multiplexers,1,60
AND/OR/NAND/NOR,1,70
==> per-layer routing <==
metal | share of wire, % | up-vias | routed length, um | global-route usage, %
met1 | 50 | 101 | 406 | 3.10
met3 | 23 | 0 | 183 | 3.41
li1 | - | 125 | - | -
met2 | 27 | 19 | 218 | 2.65
met5 | 0 | - | 0 | 0
met4 | 0 | 0 | 0 | 0
==> repair_timing <==
item	in CTS	in global routing
setup endpoints to repair	8	0
setup buffers	0	0
hold buffers	0	0
gates resized	16	0
==> cell families (layout without fill, tap and decap cells) <==
kind of cell | after synthesis | count (layout) | synth area share, %
and+or+nand+nor | 8 | 8 | 10.5
buffers and inverters | 2 | 22 | 5.26
DFF | 8 | 8 | 56.1
muxes | 8 | 8 | 28.1
==> area by class of cell <==
class / count / area (um^2) / share of cell area [%]
clock buffer: 3 / 22.5 / 4.09
multi-input combinational: 16 / 110 / 20.0
sequential: 8 / 170 / 30.9
tap: 46 / 57.6 / 10.5
timing repair buffer: 19 / 190 / 34.5
==> how the worst min path moves through the flow <==
stage | from | to | slack [ps] | cells after the start
4_1_cts | OUT[3]$_SDFFE_PP0P_ | OUT[3]$_SDFFE_PP0P_ | 480 | 2
5_1_grt | OUT[1]$_SDFFE_PP0P_ | OUT[1]$_SDFFE_PP0P_ | 500 | 2
6_report | OUT[3]$_SDFFE_PP0P_ | OUT[3]$_SDFFE_PP0P_ | 480 | 2
==> power by group <==
group          leakage [nW]  internal [mW]  switching [mW]
Combinational         0.168         0.0702          0.0292
Sequential           0.0689          0.311         0.00745
Clock                0.0138          0.124          0.0868
No activity file was given, so power comes from the tool's default toggle rates.
