## /design/flow/config.mk

```make
export PLATFORM = sky130hd
export DESIGN_NAME = Register_rsten_neg
export DESIGN_NICKNAME = Register_rsten_neg
export VERILOG_FILES = /design/flow/design.v
export SDC_FILE = /design/flow/constraint.sdc
export NUM_CORES = 4
export LEC_CHECK = 1
export CORE_AREA = 10 10 70 70
export DIE_AREA = 0 0 80 80
```

## /design/flow/constraint.sdc

```tcl
current_design Register_rsten_neg

set clk_period 1.1
set clk_io_pct 0.2

create_clock -name clk0 -period $clk_period [get_ports {clk}]

set non_clock_inputs [all_inputs -no_clocks]
set_input_delay [expr $clk_period * $clk_io_pct] -clock clk0 $non_clock_inputs
set_output_delay [expr $clk_period * $clk_io_pct] -clock clk0 [all_outputs]
```

## /design/flow/design.v

```verilog
module Register_rsten_neg #(
     parameter WIDTH=8)
    (
	  input  clk, reset,we,
	  input	[WIDTH-1:0] DATA,
	  output reg [WIDTH-1:0] OUT
    );
always@(negedge clk) begin
	if (reset == 1'b1)
		OUT<={WIDTH{1'b0}};
	else if(we==1'b1)	
		OUT<=DATA;
end
endmodule	 
```

## /design/flow/run.sh

```bash
#!/bin/bash
# OpenROAD 26Q1-2900-gdf79404cd8, Yosys 0.63+post, stock flow scripts
make -C /OpenROAD-flow-scripts/flow DESIGN_CONFIG=/design/flow/config.mk WORK_HOME=/design/flow/orfs finish
```

==> impl_results.html <==
<!-- implementation run metrics -->
<table>
<tr><th>Metric</th><th>Value</th></tr>
<tr><th colspan="2">Status</th></tr>
<tr><td>Status</td><td>finished with violations</td></tr>
<tr><td>Violated checks</td><td>setup timing</td></tr>
<tr><th colspan="2">Clocking</th></tr>
<tr><td>Hold bufs inserted after CTS</td><td>0</td></tr>
<tr><td>Number of buffers created by CTS</td><td>3</td></tr>
<tr><td>Num Clock Sinks</td><td>8</td></tr>
<tr><td>CTS Root Buffer Type</td><td>sky130_fd_sc_hd__clkbuf_4</td></tr>
<tr><td>Clock tree from TritonCTS</td><td>built</td></tr>
<tr><td>Clock input transition at the sequential cells of the worst setup and hold paths</td><td>30 ps</td></tr>
<tr><td>Number of levels in the clock H-tree</td><td>1</td></tr>
<tr><td>Insertion delay of the later-clocked pin in the worst-skew pair</td><td>310 ps</td></tr>
<tr><td>Max Root-Sink Buffers</td><td>2</td></tr>
<tr><th colspan="2">STA</th></tr>
<tr><td>Max_slew headroom</td><td>0.8113</td></tr>
<tr><td>Number of hold violations in the final report</td><td>0</td></tr>
<tr><td>Unrepaired setup endpoints after global routing</td><td>true</td></tr>
<tr><td>Worst slew pin tran</td><td>283.0 ps</td></tr>
<tr><td>Final WS setup</td><td>-388.0 ps</td></tr>
<tr><td>Setup violations, final</td><td>8</td></tr>
<tr><td>Post-route clock skew</td><td>0 ps</td></tr>
<tr><td>Number of pins with negative max-slew slack in the final report</td><td>0</td></tr>
<tr><th colspan="2">Yosys</th></tr>
<tr><td>Synth Cell Area</td><td>289.0 sq um</td></tr>
<tr><td>Area figure in the yosys stat output</td><td>289.0 sq um</td></tr>
<tr><td>Cells in synth_stat.txt</td><td>27</td></tr>
<tr><td>Number of distinct library cells after synthesis</td><td>6</td></tr>
<tr><td>Mapped Cells</td><td>27</td></tr>
<tr><td>Post-synthesis sequential area ratio</td><td>0.5541</td></tr>
<tr><td>Synth Warn #</td><td>1</td></tr>
<tr><td>Avg Synthesized Cell Area</td><td>10.70 sq um</td></tr>
<tr><td>Count of state elements after synthesis</td><td>8</td></tr>
<tr><th colspan="2">Floorplan</th></tr>
<tr><td>Boundary Pins</td><td>19</td></tr>
<tr><td>Die Height</td><td>80 um</td></tr>
<tr><td>Total core area</td><td>3416 sq um</td></tr>
<tr><td>Total die size</td><td>6400 sq um</td></tr>
<tr><td>Rows</td><td>21</td></tr>
<tr><td>Core utilization before placement</td><td>0.08462</td></tr>
<tr><td>Die outline width</td><td>80 um</td></tr>
<tr><th colspan="2">Power</th></tr>
<tr><td>Total power density per cell area</td><td>1341 nW/um^2</td></tr>
<tr><td>Clock power frac</td><td>0.439</td></tr>
<tr><td>Leakage dissipation</td><td>0.2874 nW</td></tr>
<tr><td>Internal power</td><td>0.5291 mW</td></tr>
<tr><td>Proportion of power drawn by flip-flops and latches</td><td>0.447</td></tr>
<tr><td>Final total power</td><td>0.7183 mW</td></tr>
<tr><td>Combinational fraction of design power</td><td>0.113</td></tr>
<tr><td>Maximum ir drop on the vdd rail</td><td>0.2213 mV</td></tr>
<tr><td>Switching fraction of total power</td><td>0.2633</td></tr>
<tr><td>Power spent charging and discharging nets</td><td>0.1892 mW</td></tr>
<tr><th colspan="2">Final layout</th></tr>
<tr><td>Fill count</td><td>393</td></tr>
<tr><td>End-of-flow core utilization</td><td>0.1568</td></tr>
<tr><td>Multi-input gate area</td><td>110.1 sq um</td></tr>
<tr><td>Number of non-filler instances in the completed layout</td><td>100</td></tr>
<tr><td>Largest reg by FF count</td><td>OUT</td></tr>
<tr><td>Synth-to-layout area growth</td><td>85.28%</td></tr>
<tr><td>Layout cell share with drive strength beyond 1</td><td>0.3889</td></tr>
<tr><td>Top Registers</td><td>OUT x8</td></tr>
<tr><td>Most common cell after layout, fill and taps aside</td><td>sky130_fd_sc_hd__buf_2</td></tr>
<tr><td>Flop area</td><td>170.2 sq um</td></tr>
<tr><td>Max FFs per register</td><td>8</td></tr>
<tr><th colspan="2">Global routing</th></tr>
<tr><td>First-pass GRT wire length</td><td>1421 um</td></tr>
<tr><td>Global Route Usage Sum</td><td>0.02832</td></tr>
<tr><td>Maximum number of pins on one net before global-route repair</td><td>9</td></tr>
<tr><td>Total overflow reported by the global router</td><td>0</td></tr>
<tr><td>Number of antenna violations at the first check in global routing</td><td>0</td></tr>
<tr><td>Number of global-route vias before repair</td><td>320</td></tr>
<tr><th colspan="2">Critical path</th></tr>
<tr><td>Maximum single-stage delay on the critical path</td><td>300 ps</td></tr>
<tr><td>Largest delay share family, worst path</td><td>flip-flops</td></tr>
<tr><td>Maximum fanout along the worst path</td><td>2</td></tr>
<tr><td>Endpoint class of the critical path</td><td>primary output</td></tr>
<tr><td>Data arrival time at the worst-slack endpoint</td><td>1270 ps</td></tr>
<tr><td>Worst Setup Path Type</td><td>reg2out</td></tr>
<tr><td>Crit start category</td><td>flop</td></tr>
<tr><td>Worst path bufs/invs</td><td>1</td></tr>
<tr><td>Required time of the critical path</td><td>880 ps</td></tr>
<tr><td>CP max-delay cell</td><td>sky130_fd_sc_hd__dfxtp_2</td></tr>
<tr><td>Critical Path, Cell by Cell</td><td>buf_2</td></tr>
<tr><th colspan="2">Drt</th></tr>
<tr><td>Detail-routed net length per standard cell</td><td>8.470 um</td></tr>
<tr><td># DRC</td><td>0</td></tr>
<tr><td>Detailed Route WL</td><td>847 um</td></tr>
<tr><td>Number of antenna repair diodes</td><td>0</td></tr>
<tr><td>Tally of nets with antenna violations remaining after routing</td><td>0</td></tr>
<tr><td>Starting DRC count in detailed routing</td><td>16</td></tr>
<tr><td>TritonRoute pass-1 iters</td><td>2</td></tr>
<tr><td>Routed vias</td><td>271</td></tr>
<tr><td>Detailed-route vias per instance</td><td>2.710</td></tr>
<tr><th colspan="2">Placed design</th></tr>
<tr><td>HPWL reported at the end of detailed placement</td><td>734.6 um</td></tr>
<tr><td>Routability congestion estimate from global placement</td><td>0.6593</td></tr>
<tr><td>Number of placed instances, taps included</td><td>90</td></tr>
<tr><td>Setup slack at placement</td><td>-698.7 ps</td></tr>
<tr><td>Number of buffers inserted by port buffering</td><td>18</td></tr>
<tr><th colspan="2">Flow run</th></tr>
<tr><td>Number of max-cap violations</td><td>0</td></tr>
<tr><td>Number of warnings in the stage logs</td><td>36</td></tr>
<tr><th colspan="2">Worst hold path</th></tr>
<tr><td>Path class of the lowest-slack min-delay path</td><td>reg2reg</td></tr>
</table>
## path summary, 6_finish.rpt
path           from  endpoint  slack (ps)  cells past startpoint
max reg2reg  OUT[1]    OUT[1]         490                      2
max          OUT[0]    OUT[0]        -390                      1
min reg2reg  OUT[6]    OUT[6]         480                      2
min          OUT[6]    OUT[6]         480                      2
## Yosys cell counts
| master | number | area share |
|---|---|---|
| sky130_fd_sc_hd__buf_1 | 1 | 0.013 |
| sky130_fd_sc_hd__mux2i_1 | 8 | 0.28 |
| sky130_fd_sc_hd__dfxtp_1 | 8 | 0.55 |
| sky130_fd_sc_hd__buf_6 | 1 | 0.039 |
| sky130_fd_sc_hd__nor2_1 | 8 | 0.10 |
| sky130_fd_sc_hd__inv_1 | 1 | 0.013 |
## power by group through the flow
| stage | clock (mW) | combinational [mW] | sequential (mW) |
|---|---|---|---|
| after CTS | 0.337 | 0.0837 | 0.322 |
| after global routing | 0.400 | 0.0916 | 0.323 |
| final | 0.316 | 0.0812 | 0.321 |
## cell families after synthesis
kind of cell           after synthesis  share of synthesized area
AND/OR/NAND/NOR                      8                     0.1039
multiplexers                         8                     0.2771
buffers and inverters                3                    0.06491
flip-flops                           8                     0.5541
## worst min-delay path, delay by kind of cell, from the launching register on
family           cells  cell delay [ps]
flip-flops           1              310
AND/OR/NAND/NOR      1               70
multiplexers         1               60
## repair_timing
action,CTS,global route
endpoints found under the setup margin,16,9
cloned,0,0
buffers inserted,0,0
resized,45,1
## final cells by class
class                           instances  area share
Multi-Input combinational cell         16      0.2056
Timing Repair Buffer                   19      0.2710
Sequential cell                         8      0.3178
Clock buffer                            3     0.04206
Clock inverter                          8     0.05607
Tap cell                               46      0.1075
## per-layer routing
| layer | vias up | global-route usage | wire (um) |
|---|---|---|---|
| met2 | 2 | 0.05618 | 563 |
| met4 | 0 | 0.01056 | 0 |
| met1 | 125 | 0.01941 | 248 |
| met3 | 0 | 0.01932 | 36 |
| li1 | 144 | - | - |
| met5 | - | 0 | 0 |
## metrics by stage
step           hold WS [ps]  TNS [ps]  area [sq um]
2_1_floorplan         436.5    -822.2         297.8
3_5_place_dp          492.8     -9128         531.8
3_3_place_gp          487.6     -9059         531.8
5_1_grt               518.2     -3426         535.5
4_1_cts               486.1     -3205         534.3
6_report              479.2     -3048         535.5
No activity file was given, so power comes from the tool's default toggle rates.
